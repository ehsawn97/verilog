`flow/run.sh`:
```
#!/bin/bash
# OpenROAD 26Q1-2900-gdf79404cd8, Yosys 0.63+post, stock flow scripts
make -C /OpenROAD-flow-scripts/flow DESIGN_CONFIG=/design/flow/config.mk WORK_HOME=/design/flow/orfs finish
```
`flow/config.mk`:
```
export PLATFORM = sky130hd
export DESIGN_NAME = mp_booth
export DESIGN_NICKNAME = mp_booth
export VERILOG_FILES = /design/flow/design.v
export SDC_FILE = /design/flow/constraint.sdc
export NUM_CORES = 4
export LEC_CHECK = 1
export CORE_AREA = 10 10 88 88
export DIE_AREA = 0 0 98 98
```
`flow/design.v`:
```
module mp_booth(x, y, clk, load, reset_to_zero, our_outop);
   integer a;
   output reg [7:0] our_outop;
   input clk,reset_to_zero,load;
   input [3:0] x;
   input [3:0] y;
   reg [8:0]  tempx1,tempsum,temp_production;
   reg [3:0]  tempx_bar,tempasum,tempx,tempy;
  always @(posedge clk)
  begin
  if(load)                  
  begin
  tempx=x;
  tempy=y;
  end
  end
   always @ (posedge clk,posedge reset_to_zero)
   begin
   if(reset_to_zero)
   our_outop=0;
    else
    begin
    if(~load)     
    begin
    tempx_bar= ~ tempx;
    tempasum = (tempx_bar + 1);   
    tempx1={tempx,5'b00000};
    tempsum={tempasum,5'b00000};
    temp_production={4'b0000,tempy,1'b0};
      for(a=0;a<4;a=a+1)
      begin
      case(temp_production[1:0])
      2'b00 : temp_production = {temp_production[8],temp_production[8:1]};
      2'b01 :begin temp_production =temp_production + tempx1;
      temp_production = {temp_production[8],temp_production[8:1]};
      end
      2'b10 :begin temp_production = temp_production + tempsum;
      temp_production = {temp_production[8],temp_production[8:1]};
      end
      2'b11 : temp_production = {temp_production[8],temp_production[8:1]};
      default: temp_production = 9'bx;
	  endcase 
      end 
      our_outop=temp_production[8:1];
      end 
    end 
    end
endmodule
```
`flow/constraint.sdc`:
```
current_design mp_booth

set clk_period 5.1
set clk_io_pct 0.2

create_clock -name clk0 -period $clk_period [get_ports {clk}]

set non_clock_inputs [all_inputs -no_clocks]
set_input_delay [expr $clk_period * $clk_io_pct] -clock clk0 $non_clock_inputs
set_output_delay [expr $clk_period * $clk_io_pct] -clock clk0 [all_outputs]
```
==> results.rst <==
Flow metrics
------------

.. list-table::
   :header-rows: 1

   * - Metric
     - Value
   * - Total wire length
     - 2382 um
   * - Post-synthesis sequential area ratio
     - about 33%
   * - Total setup buffers inserted after CTS
     - 0
   * - Synthesized area per cell
     - 10.47 um2
   * - Residual DRC
     - 0
   * - CTS max path bufs
     - 2
   * - Core occupancy in the finished layout
     - 26.01%
   * - Worst-path maximum fanout
     - 7
   * - Max_slew headroom
     - between 40% and 50%
   * - Worst IR Drop VDD
     - about 160 uV
   * - Warning count from the yosys run
     - 1
   * - Global-route wire length before repair
     - about 4100 um
   * - Highest routed metal layer
     - met4
   * - Crit path buffers/inverters
     - 2
   * - Peak clock frequency supported by timing
     - 214.0 MHz
   * - Worst-Skew Late Latency
     - ~0.24 ns
   * - Transition time at the pin with the least slew margin
     - 0.7936 ns
   * - OpenROAD warning count
     - 25
   * - Post-cts sizing count
     - 0
   * - Total of flip-flops plus latches after synthesis
     - 15
   * - DR iter-0 viols
     - 43
   * - Antenna violations before repair
     - 0
   * - Area of the die
     - 0.009604 mm2
   * - Worst setup timing slack at the placement stage
     - roughly 0.44 ns
   * - Maximum single-stage delay on the critical path
     - 0.52 ns
   * - Post-synth cell types
     - 34
   * - Cell with the largest stage delay on the worst path
     - edfxtp_1
   * - Time the final worst path needs with I/O delays and setup
     - 4.672 ns
   * - Top cell family by delay on the critical path
     - adder cells
   * - Number of standard cells after synthesis
     - 119
   * - Horizontal die dimension
     - 98 um
   * - Fraction of final layout cells with drive strength greater than 1
     - 9.489%
   * - Total routing resource utilization after global routing
     - slightly below 5%
   * - Register-to-register path setup slack
     - 0.43 ns
   * - Number of clock sinks
     - 15
   * - Area of the placeable core
     - about 0.0059 mm2
   * - Number of max-cap violations
     - 0
   * - Area Growth Syn to Fin
     - 23.59%
   * - Summed instance area of the synthesized netlist
     - roughly 0.0012 mm2
   * - Sum of routed wire segments on met1
     - about 1100 um
   * - Critical path data arrival time
     - 4.80 ns
   * - Run status
     - finished clean
   * - Hold Worst Slack
     - roughly 0.48 ns
   * - Half-perimeter wire length after placement
     - 1992 um
   * - YS chip area
     - 0.001246 mm2
   * - CTS Root Cell
     - clkbuf_8
   * - Final setup violation count
     - 0
   * - Met2 Routed Length
     - 1152 um
   * - Detailed-routed wire length on met3
     - roughly 67 um
   * - Post-DR wirelength/cell
     - 11.24 um
   * - Part of the cycle the worst path needs
     - 91.61%
   * - Critical Path, Cell by Cell
     - buf_4 > nor4_1 > nor3_2 > ha_1 > a21oi_1 > o21ai_0 > xnor2_1 > a32oi_2 > inv_1 > ha_1 > a21oi_1 > xnor2_1 > nand2b_1 > xor2_1 > ha_1 > a21oi_1 > xnor2_1 > nor2_1 > xor3_1 > mux2_2
   * - Tightest Hold Check Type
     - flip-flop to flip-flop
   * - Largest net degree at the start of global routing
     - 23
   * - Endpoint kind of the worst setup timing path
     - flip-flop
   * - PnR worst setup slack
     - 0.4277 ns
   * - Total number of vias
     - 865
   * - PwrDens
     - 356.6 mW/mm2
   * - Core Util at FP
     - 21.05%
   * - Hold Vio Cnt, Final
     - 0
   * - DRT antenna net count
     - 0
   * - Startpoint types
     - flip-flop
   * - Vias in the first global route
     - 890
   * - Post-route setup TNS
     - 0 ns
   * - Unrepaired setup endpoints after global routing
     - no
   * - Top-level port count
     - 19
   * - Avg Vias per Cell
     - 4.080
   * - Detailed Routing Iterations Pass 1
     - 4
   * - FP Rows
     - 28
   * - Remaining global-route overflow
     - 0
   * - Max Clock Skew
     - 0.001802 ns
   * - Total number of H-tree levels
     - 1
   * - Count of inserted antenna diode cells
     - 0
   * - GPL Wtd Cong
     - about 0.8
   * - Die height
     - a little under 100 um
   * - TritonCTS clock tree
     - built
   * - Final-report max-slew violation count
     - 0
   * - Count of input and output buffers
     - 18
   * - Ys cells
     - ~120
   * - P_leak
     - 0.6583 nW
   * - Req. time, crit path
     - 5.23 ns
   * - Hold Buf Count CTS
     - 0
   * - Fillers
     - 609
   * - Type of the worst setup path
     - flip-flop to flip-flop
   * - Clock slew at reported path FFs
     - 0.06 ns
   * - Num CTS Buffers
     - 3
[metal layers]
| layer | GRT usage, % | vias up |
|---|---|---|
| met1 | 6.763 | 398 |
| met5 | 0 | - |
| li1 | - | 450 |
| met4 | 1.342 | 0 |
| met3 | 0.9246 | 4 |
| met2 | 7.716 | 13 |
[power by group]
part           internal, mW  leakage (nW)  switching [mW]
Clock                0.0552        0.0228          0.0400
Combinational         0.164         0.472           0.117
Sequential            0.155         0.164          0.0191
[stage by stage]
step	cell area (um2)	instances	power [mW]
3_5_place_dp	1495	208	0.4615
2_1_floorplan	1246	119	0.3713
4_1_cts	1540	212	0.5611
5_1_grt	1540	212	0.6000
6_report	1540	212	0.5493
3_3_place_gp	1495	208	0.4589
[final timing paths]
check,cells past startpoint,end,startpoint
max,20,our_outop[6],tempx[0]
min,2,our_outop[1],our_outop[1]
max reg2reg,20,our_outop[6],tempx[0]
min reg2reg,2,our_outop[1],our_outop[1]
max in group asynchronous,2,our_outop[6],reset_to_zero
min in group asynchronous,2,our_outop[5],reset_to_zero
[cell usage after synthesis (all sizes together)]
master  number  share of area [%]
a21o         2                1.2
a21oi        3                1.2
a221o        1               0.80
a222oi       1               0.80
a31oi        1               0.50
a32oi        1                1.3
buf          4                2.3
clkbuf       1               0.30
dfrtp        7                 14
edfxtp       8                 19
fa           3                4.8
ha          12                 12
inv         13                3.9
mux2         5                4.5
mux2i        4                3.2
nand2        9                2.7
nand2b       4                2.0
nand3        1               0.40
nor2         6                1.8
nor2b        1               0.50
nor3         3                1.6
nor4         1               0.50
o211a        1               0.80
o21ai        7                2.8
o31a         1               0.70
o31ai        4                3.5
xnor2        8                5.6
xor2         6                4.8
xor3         1                1.9
[kinds of logic after synthesis]
logic type	Yosys count	synth area share (%)
adder cells (fa/ha/maj)	15	16.87
AND/OR/NAND/NOR	25	9.538
buffers and inverters	18	6.526
XOR/XNOR	15	12.35
multiplexers	9	7.731
AND-OR/OR-AND	22	13.65
flip-flops	15	33.33
[state kept, by name, indices dropped and copies added, names as in the netlist]
| signal | cells |
|---|---|
| tempy | 4 |
| our_outop | 7 |
| tempx | 4 |
[worst min-delay path: cells and delay by family (launching register included)]
kind / cells / cell delay (ns)
compound gates: 1 / 0.06
flops: 1 / 0.34
simple gates: 1 / 0.05
[layout make-up]
type	count	area (um2)	area share, %
Timing Repair Buffer	19	187.7	12.19
Clock buffer	4	45.04	2.924
Sequential cell	15	415.4	26.97
Tap cell	75	93.84	6.093
Inverter	13	48.80	3.168
Multi-Input combinational cell	86	749.5	48.66
[layout by cell type, fill, tap and decap left out, types with 2 or more instances in the layout]
master	count
dfrtp_1	7
xor2_1	5
mux2i_1	4
nor2_1	6
nand2_1	9
mux2_2	5
clkbuf_8	3
o31ai_1	3
o21ai_0	7
a21o_1	2
clkdlybuf4s50_1	18
fa_1	3
nand2b_1	4
inv_1	13
xnor2_1	8
nor3_1	2
a21oi_1	3
edfxtp_1	8
ha_1	12
Power and IR drop assume default switching activity.
