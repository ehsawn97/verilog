**design/flow/run.sh**
```bash
#!/bin/bash
# OpenROAD 26Q1-2900-gdf79404cd8, Yosys 0.63+post, stock flow scripts
make -C /OpenROAD-flow-scripts/flow DESIGN_CONFIG=/design/flow/config.mk WORK_HOME=/design/flow/orfs finish
```
**design/flow/design.v**
```verilog
module stack( data_input,data_output,read_write,enable,reset,e_flag   ,f_flag,clk);
input [15:0]  data_input;
input read_write, enable,reset,clk;
output reg e_flag,f_flag;    
output reg [15:0] data_output;
reg [15:0] s[0:63];   
reg  [62:0] s_pointer;                
integer a;
always @ (posedge clk)
begin
 if (enable==0);
 else begin
  if (reset==1) 
  begin
  s_pointer= 64'd4;        
  e_flag= s_pointer[62];
  data_output  = 16'h0;
  for (a=0;a<63;a=a+1)
  begin
   s[a]= 0;
   end
   end
  else if (reset==0) 
  begin
  f_flag = s_pointer? 0:1;
  e_flag = s_pointer[2];
  data_output = 16'hx;
  if (f_flag == 1'b0 && read_write == 1'b0) begin
  s_pointer = s_pointer-1'b1;
  f_flag  = s_pointer? 0:1;
  e_flag = s_pointer[2];
  s[s_pointer] = data_input;
  end
  else if (e_flag == 1'b0 && read_write == 1'b1) begin
  data_output  = s[s_pointer];
  s[s_pointer] = 0;
  s_pointer  = s_pointer+1;
  f_flag  = s_pointer? 0:1;
  e_flag  = s_pointer[2];
  end
 else;
 end
 else;
 end
 end
endmodule
```
**design/flow/config.mk**
```make
export PLATFORM = sky130hd
export DESIGN_NAME = stack
export DESIGN_NICKNAME = stack
export VERILOG_FILES = /design/flow/design.v
export SDC_FILE = /design/flow/constraint.sdc
export NUM_CORES = 4
export LEC_CHECK = 1
export CORE_UTILIZATION = 40
```
**design/flow/constraint.sdc**
```tcl
current_design stack

set clk_period 38.7
set clk_io_pct 0.2

create_clock -name clk0 -period $clk_period [get_ports {clk}]

set non_clock_inputs [all_inputs -no_clocks]
set_input_delay [expr $clk_period * $clk_io_pct] -clock clk0 $non_clock_inputs
set_output_delay [expr $clk_period * $clk_io_pct] -clock clk0 [all_outputs]
```
==> results_slide.txt <==
Physical Implementation Snapshot

Clocking
  • CTS tree: done
  • Post-CTS Hold Fix Bufs: 0
  • Setup bufs post-CTS: 0
  • Clock Latency Late Sink: 0.74 ns
  • Inserted Clock Buffers: about 110
  • Htree depth: 3
  • CTS resizes: 0
  • TritonCTS Sinks: 1105
  • Clock root buffer: clkbuf_16
  • CTS max path bufs: 3
  • CTS clk-pin slew, worst paths: roughly 0.060 ns

Yosys
  • Post-synth EDFFs: 1105
  • Post-synth seq share: 0.736
  • Top FF cell, synth: edfxtp_1
  • Yosys chip area: 45100 sq um
  • Post-synth regs: 1105
  • Cells after synthesis: ~3000
  • Synth warnings: 2
  • Avg Cell Area, Syn: between 10 and 15 sq um
  • Mapped Area: 45100 sq um
  • Unique masters post-synth: 82
  • Yosys Instances: 3036
  • Async SR Flop Fraction: 0

Power and ir drop
  • Cell Pwr Density: between 50 and 60 nW/um^2
  • Peak VDD IR: ~0.000046 V
  • Switching Power: 0.776 mW
  • P_leak: 17.3 nW
  • Flop pwr share: 0.525
  • Combinational Power Share: 0.117
  • Int Pwr: approximately 2.1 mW
  • Switching power share of the total: 0.268
  • Clk pwr share: 0.357

Detailed routing
  • DR iter-0 viols: 3304
  • Routed via count: 31600
  • Total Routed Length: 190000 microns
  • Number of detailed-route iterations in the first pass: 6
  • Routed vias/inst: about 6.6
  • # DRC: 0
  • Avg WL per Cell: about 40 microns
  • Routed Antenna Nets: 0

Final timing
  • Fmax: around 0.091 GHz
  • Worst-margin pin slew: 1.10 ns
  • # setup viols final: 0
  • Final Critical Period: approximately 11 ns
  • Slew Limit Fails: 0
  • Period utilisation layout: 0.284
  • Final hold vios: 0
  • RSZ-0062 raised after global routing: false
  • Max_slew headroom: 0.266
  • Setup TNS: 0 ns
  • Worst Skew: 0.0752 ns

Floorplan
  • IO Pins: 38
  • Core area: approximately 110000 sq um
  • Die ar.: 114000 sq um
  • Cell Rows: 122
  • Core Util at FP: 0.406
  • Die Ht: between 300 and 400 microns
  • Chip width: 338 microns

Critical path
  • CP Class: in2reg
  • RR Startpoint: s_pointer[0]
  • Reg2Reg Depth: 12
  • CP Capture Type: flop
  • Crit path max-delay cell type: buf_4
  • Worst path buffer plus inverter count: 5
  • Crit-path cells: clkdlybuf4s50_1 -> nor2_1 -> nand2_1 -> o21ai_1 -> buf_4 -> inv_2 -> buf_4 -> nand3_1 -> o221ai_4 -> buf_4
  • Critical Path RT: 39.01 ns
  • Reg2reg end: s[58][2]
  • WP data arrival: 11.30 ns
  • CP startpoint kind: input port
  • Max stage delay on crit path: 0.73 ns
  • Max FO, Critical Path: ~58
  • Family with the most delay on the worst path: buffers and inverters
  • Setup slack, reg-to-reg: 33.41 ns
  • Most frequent cell on the critical path: buf_4

GRT
  • GRT overflow: 0
  • First-pass GRT wire length: 256000 microns
  • Vias in the first global route: 31400
  • Initial antenna violation count: 12
  • GRT Total Usage: 0.363
  • Pin count of the biggest net entering global routing: about 64

Min path
  • WHS Endpoint: data_output[2]
  • Hold wc startpoint: s[0][2]
  • Hold Path Class: reg2reg
  • Hold Path Depth: 2

Finish
  • Area grow syn2layout: 15.4%
  • Filler cell count: between 9000 and 10000
  • Finished Cell Area: 52000 sq um
  • Layout cells sized above 1: 0.151

Flow run
  • MaxCap Viol Count: 0
  • OpenROAD warnings: 31

Place
  • GPL Wtd Cong: between 1 and 1.5
  • Port Buffer Count: 37
  • Post-detail-place hpwl: 117000 microns
  • Placed Instance Area: 48600 sq um

Outcome
  • Status: finished, final reports clean
## Yosys cell counts (6+ instances only)
| master | n | area share |
|---|---|---|
| nor3b_1 | 11 | 0.0018 |
| nand2b_1 | 11 | 0.0015 |
| a22oi_1 | 331 | 0.055 |
| o31ai_1 | 9 | 0.0015 |
| a31oi_1 | 40 | 0.0056 |
| ha_1 | 6 | 0.0017 |
| or2_2 | 12 | 0.0017 |
| or3_1 | 16 | 0.0022 |
| a21oi_1 | 75 | 0.0083 |
| and3_1 | 39 | 0.0054 |
| clkbuf_1 | 175 | 0.015 |
| and2_1 | 25 | 0.0035 |
| o22ai_1 | 12 | 0.0017 |
| o221ai_1 | 7 | 0.0014 |
| o21ai_1 | 6 | 0.00067 |
| buf_2 | 14 | 0.0016 |
| or4_1 | 16 | 0.0027 |
| and4_1 | 6 | 0.0012 |
| nand3b_1 | 6 | 0.0010 |
| nand4_1 | 86 | 0.012 |
| xor2_1 | 45 | 0.0087 |
| a211oi_1 | 13 | 0.0022 |
| a222oi_1 | 14 | 0.0031 |
| buf_1 | 6 | 0.00050 |
| edfxtp_1 | 1105 | 0.74 |
| o311ai_0 | 6 | 0.0012 |
| nand2_1 | 105 | 0.0087 |
| nand3_1 | 105 | 0.012 |
| a22o_1 | 81 | 0.016 |
| nor2b_1 | 24 | 0.0033 |
| xnor2_1 | 38 | 0.0074 |
| nor2_1 | 202 | 0.017 |
| nor3_1 | 71 | 0.0079 |
| nor4_1 | 56 | 0.0078 |
| o21ai_0 | 79 | 0.0088 |
| o211ai_1 | 13 | 0.0022 |
| a221oi_1 | 82 | 0.016 |
| inv_1 | 10 | 0.00083 |
## logic make-up after synthesis
kind of cell | after synthesis | synth area share
DFF | 1105 | 0.736
and+or+nand+nor | 818 | 0.0951
AOI/OAI and AO/OA | 810 | 0.132
buffers and inverters | 212 | 0.0186
xor gates and xnor gates | 83 | 0.0161
adders and majority gates | 6 | 0.00167
muxes | 2 | 0.000472
## through the flow
stage,power [mW],util,hold slack (ns),setup WS [ns],instances
global placement,1.86,0.437,0.617,27.02,4566
CTS,2.87,0.468,0.573,27.75,4764
floorplan,1.66,-,0.591,26.86,3036
finish,2.89,0.468,0.565,27.72,4773
detailed placement,1.86,0.437,0.613,27.03,4566
global route,2.95,0.468,0.646,27.48,4771
## power by group through the flow
stage / clock, mW / combinational, mW / sequential [mW]
4_1_cts: 1.04 / 0.320 / 1.52
5_1_grt: 1.08 / 0.342 / 1.53
6_report: 1.03 / 0.339 / 1.52
## state kept, by name, summed over array words and instances (netlist names)
signal       count
f_flag           1
s_pointer       63
e_flag           1
data_output     16
s             1024
## how the worst max path moves through the flow
| stage | from | depth (start not counted) | end |
|---|---|---|---|
| finish | read_write | 10 | s[58][2] |
| global route | read_write | 10 | s[58][2] |
| CTS | read_write | 10 | s[58][2] |
## worst reg2reg max path, delay by kind of cell (launching register included)
kind,cells,cell delay (ns)
simple gates,4,1.65
compound gates,4,1.55
buf+inv,3,0.87
flops,1,0.58
fa+ha+maj,1,0.23
## cell type report
type	instances	area [sq um]	share of cell area
Clock buffer	133	2820	0.0542
Clock inverter	65	593	0.0114
Timing Repair Buffer	242	1900	0.0366
Antenna cell	9	22.5	0.000433
Multi-Input combinational cell	1719	11600	0.223
Tap cell	1488	1860	0.0358
Inverter	12	45.0	0.000866
Sequential cell	1105	33200	0.638
## layout by cell type (no fill, tap or decap), types with 14 or more instances in the layout
master and count:
nor4_1 54, a21oi_1 74, xor2_1 45, xnor2_1 38
o21ai_2 33, clkdlybuf4s50_1 35, edfxtp_1 1105, a222oi_1 14
nor2b_4 16, nor2_2 35, nor3_1 66, or4_1 16
nand3_1 105, a22oi_1 331, nand2_1 105, or3_1 16
nand4_1 86, buf_4 206, clkbuf_1 24, a22o_1 81
and3_1 39, clkbuf_16 109, clkinv_2 16, and2_1 25
clkinv_1 33, a31oi_1 40, nor2_1 167, a221oi_1 82
o21ai_0 48
## layer usage
layer / track usage / up-vias / wire length [microns]
li1: - / 12700 / -
met1: 0.412 / 15200 / 58300
met2: 0.460 / 3046 / 77100
met3: 0.328 / 535 / 40500
met4: 0.171 / 38 / 11700
met5: 0.139 / - / 1940
Power and IR drop assume default switching activity.
