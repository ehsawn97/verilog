File: flow/design.v
`timescale 1ns / 1ps
module redlight(
    input clk,
    input [1:0] in,
    output [1:0] TL1,
    output [1:0] TL2
    );
reg [1:0] state = 2'b00;  
integer gn = 4;
integer clkfixer = 100;
integer count = 0;
integer count2 =0;
reg [1:0] TL11;   
reg [1:0] TL22;   
always @(posedge clk)
	begin
		count = count+1;
		if(count == clkfixer)
			begin
			count =0;
			if (state == 2'b00)
				begin
				TL11<=2'b01; 
				TL22<=2'b11; 
				count2 = count2 + 1;
				if(count2 == gn*5)
					begin
					count2 = 0;
					if(in == 2'b10 || in == 2'b11)
						begin
						state = 2'b01;
						count2 = 0;
						end
					end	
			end
			if (state == 2'b01)
				begin
				TL11<=2'b10; 
				TL22<=2'b11; 
				count2 = count2 + 1;
				if(count2 == gn*2 +1)
					begin
					count2 = 0;
						state = 2'b10;
						count2 = 0;
					end	
			end
			if (state == 2'b10)
				begin
				TL11<=2'b11; 
				TL22<=2'b01; 
				count2 = count2 + 1;
				if(count2 == gn*5 +1)
					begin
					count2 = 0;
					if(in == 2'b10)
						begin
						count2 = 0;
						end
					else if (in == 2'b00 || in == 2'b01 || in == 2'b11)
						begin
						state = 2'b11;
						count2 = 0;
						end
					end	
			end
			if (state == 2'b11)
				begin
				TL11<=2'b11; 
				TL22<=2'b10; 
				count2 = count2 + 1;
				if(count2 == gn*2 +1)
					begin
					count2 = 0;
					if(in == 2'b00 || in == 2'b01 || in == 2'b11)
						begin
						state = 2'b00;
						count2 = 0;
						end
			end
		end
	end
	end
assign TL1 = TL11;
assign TL2 = TL22;
endmodule
File: flow/run.sh
#!/bin/bash
# OpenROAD 26Q1-2900-gdf79404cd8, Yosys 0.63+post, stock flow scripts
make -C /OpenROAD-flow-scripts/flow DESIGN_CONFIG=/design/flow/config.mk WORK_HOME=/design/flow/orfs finish
File: flow/config.mk
export PLATFORM = sky130hd
export DESIGN_NAME = redlight
export DESIGN_NICKNAME = redlight
export VERILOG_FILES = /design/flow/design.v
export SDC_FILE = /design/flow/constraint.sdc
export NUM_CORES = 4
export LEC_CHECK = 1
export CORE_UTILIZATION = 30
File: flow/constraint.sdc
current_design redlight

set clk_period 25.3
set clk_io_pct 0.2

create_clock -name clk0 -period $clk_period [get_ports {clk}]

set non_clock_inputs [all_inputs -no_clocks]
set_input_delay [expr $clk_period * $clk_io_pct] -clock clk0 $non_clock_inputs
set_output_delay [expr $clk_period * $clk_io_pct] -clock clk0 [all_outputs]
==> results.ini <==
[final_timing]
final.setup_skew_ps = 18.8
period_used_pct = 47.3
drv_slew = 0
fmaxAchievable_mhz = 83.5
worst_hold_slack_ps = 463
finalWorstSetupSlack_ps = 13330
totalNegativeSetupSlack_ps = 0
worst_margin_slew_ps = 842
final-hold-violation-count = 0
timing.final.setup_violations = 0
post-route-min-period_ps = 11970
remaining_max_slew_budget_at_the_tightest_pin_pct = 43.4
grt_setup_unrepaired = no

[final_layout]
synthToLayoutAreaGrowth_pct = 8.63
finalInstanceArea_sq_mm = 0.0106
drive_above_1_share_pct = 8.78
fillers = 3364

[placed_design]
routabilityCongestion = 1.01
hpwlAfterDp_mm = 31.4
numPortBuffers = 6
placedInstanceArea_sq_mm = 0.0103
place_ws_ps = 13180

[synthesis]
synth_flops = 70
synth_chip_area_sq_mm = 0.00973
edf_count = 38
ys_top_cells_by_area = sky130_fd_sc_hd__edfxtp_1 (12%), sky130_fd_sc_hd__xnor2_1 (9.5%), sky130_fd_sc_hd__dfxtp_1 (6.6%)
synthMostInstantiatedCell = sky130_fd_sc_hd__nand2_1
yosys-stat-cells = 1283
synthesis.instances = 1283
common_cells = sky130_fd_sc_hd__nand2_1 (125), sky130_fd_sc_hd__xnor2_1 (106), sky130_fd_sc_hd__nor2_1 (104)
post-synth-top-area-cell = sky130_fd_sc_hd__edfxtp_1
synth.lib_cells_used.distinct = 102
synth_top_area_share_pct = 11.7
synth.avg_cell_area_sq_um = 7.59
postSynth.topFlopCell = sky130_fd_sc_hd__edfxtp_1
async_reset_ff_share_pct = 0
yosys_warnings = 1
mappedNetlistArea_sq_mm = 0.00973
synth-seq-area-share_pct = 18.3

[die]
boundaryPins = 7
die_h_um = 182
floorplanUtilization_pct = 30.7
placeableCoreArea_sq_mm = 0.0317
die_width_um = 182
num_rows = 65
die_area_sq_mm = 0.0332

[cts]
cts_resized = 0
htree_num_levels = 3
tritoncts.num_buffers = 9
cts_hold_buf = 0
cts_post_setup_buffers_inserted = 0
ctsRootBufferMaster = sky130_fd_sc_hd__clkbuf_16
cts_buffer_depth = 2
cts_tree = done
worst_setup_hold_path_clk_slew_ps = 80
clock-sinks = 70
clk_latency_late_pin_ps = 370

[global_route]
global_route.usage.total_pct = 24.7
first_pass_grt_wire_length_mm = 61.0
overflow = 0
first_global_vias = 9829
grt_antenna_before_repair = 0
grt_start_max_net_pins = 40

[run]
timing.max_cap.violations = 0
warnings = 28

[routing]
route.met3.wl_mm = 3.32
route.antenna.remaining_nets = 0
detailroute.via_count = 10500
detail_route.first_pass.iterations = 5
route.antenna.diode_count = 0
first_iter_violations = 1125
highest-signal-layer = met4
post_drt_via_cell_ratio = 6.27
drt_drc_violations_left = 0
detail_route.wl_per_cell_um = 23.9
routedLengthMet1_mm = 18.0
wl_met2_mm = 17.4
routed_wl_mm = 40.1

[worst_setup_path]
crit_fanout = 13
cp_data_arrival_time_ps = 12080
critPathLaunchType = flip-flop
required_ps = 25410
critical_path_class = flip-flop to flip-flop
critical_path.slowest_cell = sky130_fd_sc_hd__edfxtp_1
largest_stage_delay_on_the_critical_path_ps = 690
crit_path_end_kind = flip-flop

[power_and_ir_drop]
power.total_uw = 255
leakage_nw = 3.77
peakVddDrop_mv = 0.0315
power-per-cell-area_mw_per_mm2 = 24.1

[worst_hold_path]
hold_class = flip-flop to flip-flop

[run_status]
status = complete, no violations

## routing by layer
| metal | global-route usage, % | vias to the layer above |
|---|---|---|
| met1 | 35.2 | 5062 |
| met2 | 37.1 | 499 |
| li1 | - | 4872 |
| met5 | 0 | - |
| met3 | 5.86 | 90 |
| met4 | 7.63 | 0 |
## power by group
group	switching, mW	internal (mW)	leakage [nW]
clock network	0.0563	0.0792	0.154
registers	0	0.119	0.495
logic	0.000330	0.000387	3.12
## metrics by stage
stage / cells / utilization (%)
finish: 1677 / 33.3
CTS: 1677 / 33.3
global placement: 1661 / 32.4
floorplan: 1283 / -
global route: 1677 / 33.3
detailed placement: 1661 / 32.4
## critical path: cells and delay by family (launching register included)
family | cells | cell delay, ps
multiplexers | 1 | 380
AND/OR/NAND/NOR | 18 | 5120
flip-flops | 1 | 690
buffers and inverters | 5 | 760
AND-OR/OR-AND | 12 | 2880
XOR/XNOR | 2 | 330
adder cells (fa/ha/maj) | 4 | 1510
## worst paths after layout
check                           slack, ps  depth (start not counted)      start   endpoint
worst max-delay path                13330                         42  count2[1]   state[1]
worst min-delay path                  460                          1  count[14]  count[14]
worst max register to register      13330                         42  count2[1]   state[1]
worst min register to register        460                          1  count[14]  count[14]
## state kept, by name (all words and copies together) (netlist names)
register	cells
count2	32
count	32
TL11	2
TL22	2
state	2
## area by class of cell
type / instances / area, sq um / area share [%]
clock buffer: 12 / 279 / 2.64
clock inverter: 4 / 32.5 / 0.308
inverter: 25 / 93.8 / 0.888
multi-input combinational: 1123 / 7560 / 71.5
sequential: 70 / 1780 / 16.9
tap: 402 / 503 / 4.76
timing repair buffer: 41 / 323 / 3.05
## placed cells by master, fill, tap and decap left out, types with 19 or more instances in the layout
| cell type | synthesis | routed |
|---|---|---|
| sky130_fd_sc_hd__nand2_1 | 125 | 125 |
| sky130_fd_sc_hd__xnor2_1 | 106 | 106 |
| sky130_fd_sc_hd__nor2_1 | 104 | 104 |
| sky130_fd_sc_hd__nand3_1 | 77 | 77 |
| sky130_fd_sc_hd__xor2_1 | 71 | 71 |
| sky130_fd_sc_hd__nor3_1 | 62 | 62 |
| sky130_fd_sc_hd__nand4_1 | 50 | 50 |
| sky130_fd_sc_hd__a21oi_1 | 40 | 40 |
| sky130_fd_sc_hd__edfxtp_1 | 38 | 38 |
| sky130_fd_sc_hd__buf_4 | 5 | 35 |
| sky130_fd_sc_hd__nor4_1 | 34 | 33 |
| sky130_fd_sc_hd__dfxtp_1 | 32 | 32 |
| sky130_fd_sc_hd__and3_1 | 30 | 30 |
| sky130_fd_sc_hd__o21ai_0 | 29 | 29 |
| sky130_fd_sc_hd__inv_1 | 25 | 25 |
| sky130_fd_sc_hd__o211ai_1 | 21 | 21 |
| sky130_fd_sc_hd__and2_1 | 19 | 19 |
## cells by family after synthesis
logic type | synth area share, %
AND-OR/OR-AND | 20.0
XOR/XNOR | 16.8
adder cells (fa/ha/maj) | 1.03
buffers and inverters | 4.09
flip-flops | 18.3
multiplexers | 1.80
AND/OR/NAND/NOR | 38.0
Power figures rest on the tool's default switching activity, not on a simulated workload.
